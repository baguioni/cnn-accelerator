$ cat flow/run.sh
#!/bin/bash
# OpenROAD 26Q1-2900-gdf79404cd8, Yosys 0.63+post, stock flow scripts
make -C /OpenROAD-flow-scripts/flow DESIGN_CONFIG=/design/flow/config.mk WORK_HOME=/design/flow/orfs finish
$ cat flow/config.mk
export PLATFORM = sky130hd
export DESIGN_NAME = ir_controller
export DESIGN_NICKNAME = ir_controller
export VERILOG_FILES = /design/flow/design.v
export SDC_FILE = /design/flow/constraint.sdc
export NUM_CORES = 4
export LEC_CHECK = 1
export CORE_UTILIZATION = 40
$ cat flow/constraint.sdc
current_design ir_controller

set clk_period 6.1
set clk_io_pct 0.2

create_clock -name clk0 -period $clk_period [get_ports {i_clk}]

set non_clock_inputs [all_inputs -no_clocks]
set_input_delay [expr $clk_period * $clk_io_pct] -clock clk0 $non_clock_inputs
set_output_delay [expr $clk_period * $clk_io_pct] -clock clk0 [all_outputs]
$ cat flow/design.v
module ir_controller #(
    parameter int ROWS = 4,
    parameter int ADDR_WIDTH = 8
) (
    input logic i_clk, i_nrst, i_en, i_reg_clear,
    input logic i_pop_en,
    input logic [ADDR_WIDTH-1:0] i_start_addr, i_o_size, i_stride,
    output logic [ROWS-1:0] o_row_id,
    output logic [ADDR_WIDTH-1:0] o_o_x, o_o_y,
    output logic o_ag_en, o_ac_en, o_tile_read_en, o_pop_en,
    input logic i_addr_empty, i_data_empty,
    output logic o_done, o_reg_clear, o_ready, o_context_done,
    output [2:0] o_state
);
    parameter int IDLE = 0;
    parameter int INIT = 1;
    parameter int OUTPUT_COORDINATE_GEN = 2;
    parameter int WRITE_STALL = 3;
    parameter int TILE_COMPARISON = 4;
    parameter int DATA_OUT = 5;
    logic [2:0] state;
    logic y_increment, x_increment, xy_increment;
    logic done_coordinate_gen, en;
    assign en = i_en && !o_done;
    assign y_increment = o_o_y < (i_o_size * i_stride) - i_stride;
    assign x_increment = o_o_x < (i_o_size * i_stride) - i_stride;
    assign xy_increment = y_increment || x_increment;
    assign o_state = state;
    always_ff @(posedge i_clk or negedge i_nrst) begin
        if (~i_nrst) begin
            o_o_x <= 0;
            o_o_y <= 0;
            o_row_id <= 0;
            o_done <= 0;
            state <= IDLE;
            o_ag_en <= 0;
            o_ac_en <= 0;
            o_tile_read_en <= 0;
            o_pop_en <= 0;
            o_reg_clear <= 0;
            done_coordinate_gen <= 0;
            o_ready <= 0;
            o_context_done <= 0;
        end else if (i_reg_clear) begin
            o_o_x <= 0;
            o_o_y <= 0;
            o_row_id <= 0;
            o_done <= 0;
            state <= IDLE;
            o_ag_en <= 0;
            o_ac_en <= 0;
            o_tile_read_en <= 0;
            o_pop_en <= 0;
            o_reg_clear <= 0;
            done_coordinate_gen <= 0;
            o_ready <= 0;
            o_context_done <= 0;
        end else begin
            case (state)
                IDLE: begin
                    if (en) begin
                        state <= INIT;
                    end
                end
                INIT: begin
                    o_context_done <= 0;
                    o_ag_en <= 1;
                    o_reg_clear <= 0;
                    o_ready <= 0;
                    state <= OUTPUT_COORDINATE_GEN;
                end
                OUTPUT_COORDINATE_GEN: begin
                    if (y_increment) begin
                        o_o_y <= o_o_y + i_stride;
                    end else begin
                        o_o_y <= 0;
                        if (x_increment) begin
                            o_o_x <= o_o_x + i_stride;
                        end else begin
                            o_o_x <= 0;
                            done_coordinate_gen <= 1;  
                            state <= WRITE_STALL;
                            o_ag_en <= 0;
                        end
                    end
                    if (o_row_id == ROWS - 1) begin
                        o_row_id <= 0;
                        o_ag_en <= 0;
                        state <= WRITE_STALL;
                    end else if (xy_increment) begin
                        o_row_id <= o_row_id + 1;
                        o_ag_en <= 1;
                    end
                end
                WRITE_STALL: begin
                    state <= TILE_COMPARISON;
                end
                TILE_COMPARISON: begin
                    if (i_addr_empty) begin
                        o_tile_read_en <= 0;
                        o_ac_en <= 0;
                        state <= DATA_OUT;
                        o_ready <= 1;
                        o_pop_en <= 1;
                    end else begin
                        o_tile_read_en <= 1;
                        o_ac_en <= 1;
                    end
                end
                DATA_OUT: begin
                    if (i_data_empty) begin
                        o_pop_en <= 0;
                        o_reg_clear <= 1;
                        if (done_coordinate_gen) begin
                            o_done <= 1;
                            state <= IDLE;
                        end else begin
                            o_context_done <= 1;
                            state <= INIT;
                        end
                        o_ready <= 0;
                    end else if (i_pop_en) begin
                        o_pop_en <= 1;
                    end
                end
            endcase
        end
    end
endmodule
==> qor.yml <==
die:
  die_w_microns: 93.7
  num_rows: 33
  coreArea_sq_mm: 0.00818
  boundaryPins: 62
  die_area_sq_mm: 0.00878
  die_h_microns: 93.7
  initCoreUtil: 0.411
critical_path:
  r2r_slack_ns: 3.38
  cpPeakStageDelay_ns: 0.52
  critical_path_class: "in2reg"
  cp_common_cell: "ha_4"
  crit_path_max_fanout: 7
  path_cells: "buf_4, buf_6, and2_4, fa_1, ha_4, fa_2, ha_4, ha_4, inv_2, fa_2, inv_2, a21o_1, a21oi_4, xor2_4, ha_1, nand2_1, a21oi_1, a221o_1, nor2b_1, a32o_2, a221oi_4, nor2_4, a22o_1"
  arrival_ns: 6.11
  cp_data_required_time_ns: 6.27
  start_kind: "input pin"
  endpoint_kind: "flip-flop"
  slowest_stage: "fa_1"
routing:
  diodes: 0
  first_pass_iters: 4
  wl_per_cell_microns: 13.4
  avgViaCountPerCell: 5.02
  routed_wl_microns: 7520
  num_vias: 2828
  drt_iter0_drc: 80
  ant_nets: 0
  route.detailed.drc: 0
yosys:
  area_leaders: "dfrtp_1 23%, ha_1 17%, fa_1 12%"
  synth-async-reset-ratio: 1.00
  ys_ff: 31
  synth_warnings: 1
  edf_count: 0
  top_area_frac: 0.231
  yosysUniqueCellTypes: 50
  avgSynthCellArea_sq_um: 9.21
  synth_seq_share: 0.231
  ys_cells: 365
  top_area_cell: "dfrtp_1"
  syn_inst: 365
  syn_area_sq_mm: 0.00336
  ys_chip_area_sq_mm: 0.00336
  ff_type: "dfrtp_1"
grt:
  antenna_found_initial: 0
  grt_usage: 0.194
  grt_pass1_wl_microns: 13000
  grt_pass1_vias: 2794
  grt_overflow: 0
  grt_max_degree: 32
timing:
  setup_viol: 0
  final-hold-violation-count: 0
  skew_ns: 0.0105
  finalCriticalPeriod_ns: 5.94
  max_freq_mhz: 168
  worst_pin_slew_ns: 0.554
  tns_ns: 0
  max_slew_margin: 0.630
  fin_crit_sh: 0.973
  drv_slew: 0
pwr:
  swShare: 0.397
  p_int_w: 0.000871
  clkPwrFrac: 0.146
  total_power_w: 0.00144
  power.leakage_nw: 2.23
  p_per_area_mw_per_mm2: 317
  netSwitchingPower_w: 0.000573
  pwr-share-comb: 0.659
  power_frac_seq: 0.195
  peakVddDrop_mv: 0.180
clock_network:
  clkLatencyLatePin_ns: 0.28
  h-tree-depth: 2
  cts_tree: "yes"
  cts_root_buf: "clkbuf_8"
  hold_buffers: 0
  clock_sinks: 31
  cts.reportedPaths.clkPinSlew_ns: 0.07
  clockBufferDepth: 2
  numCtsBuffers: 5
place:
  dpl_cell_area_sq_mm: 0.00433
  dp.cells: 554
  hpwl_microns: 5950
  gp_congestion: 0.833
  port_buffers: 53
hold_path:
  worstHoldPathType: "reg2reg"
finish:
  instances_no_fill: 563
  design_area_sq_mm: 0.00455
  syn_to_final_growth_pct: 35.3
  drive_above_1_share: 0.207
job:
  max_cap_violations: 0
  warnings: 33
status:
  status: "completed"
==> final timing paths <==
| check | depth (start not counted) | startpoint | to |
|---|---|---|---|
| min in group asynchronous | 2 | i_nrst | o_o_y[2]$_DFFE_PN0P_ |
| max reg2reg | 9 | o_o_y[1]$_DFFE_PN0P_ | o_o_x[3]$_DFFE_PN0P_ |
| min reg2reg | 1 | o_reg_clear$_DFFE_PN0P_ | o_reg_clear$_DFFE_PN0P_ |
| max | 23 | i_stride[1] | o_o_x[3]$_DFFE_PN0P_ |
| min | 1 | o_reg_clear$_DFFE_PN0P_ | o_reg_clear$_DFFE_PN0P_ |
| max in group asynchronous | 2 | i_nrst | done_coordinate_gen$_DFFE_PN0P_ |
==> synthesized netlist by cell type, types with 3 or more instances <==
master / instances
a22o_1: 14
o21a_1: 3
a21o_1: 7
a211oi_1: 3
mux2i_1: 3
nor2_1: 17
a21oi_1: 22
xnor2_1: 14
fa_1: 20
and2_1: 10
o21ai_0: 16
dfrtp_1: 31
ha_1: 45
nand2b_1: 8
clkbuf_1: 7
nand2_1: 36
xor2_1: 10
o21bai_1: 6
nor3_1: 10
inv_1: 43
==> critical path: cells and delay by family <==
kind,cells,cell delay [ns]
xor gates and xnor gates,1,0.19
adders and majority gates,7,2.37
AOI/OAI and AO/OA,7,1.49
and+or+nand+nor,4,0.48
buffers and inverters,4,0.35
==> stage by stage <==
stage | hold slack (ns) | setup WS [ns] | utilization
floorplan | 0.440 | 0.00945 | -
global placement | 0.489 | -0.614 | 0.529
CTS | 0.505 | 0.0176 | 0.550
finish | 0.497 | 0.164 | 0.556
global route | 0.530 | -0.000129 | 0.556
detailed placement | 0.487 | -0.639 | 0.529
==> power by group through the flow <==
stage	clock (W)	sequential (W)	combinational (W)
6_report	0.000211	0.000282	0.000951
5_1_grt	0.000223	0.000289	0.00107
4_1_cts	0.000215	0.000283	0.000917
==> cell type report <==
cell class	instances	area, sq um
clock buffers	6	82.6
inverters	43	161
multi-input cells	282	2550
flip-flops and latches	31	776
clock inverters	2	35.0
repair buffers	94	813
well taps	105	131
fillers	744	3630
==> repair_timing <==
| action | CTS | global route |
|---|---|---|
| endpoints found under the setup margin | 22 | 22 |
| pin swaps | 15 | 27 |
| buffers inserted | 0 | 1 |
| resized | 27 | 52 |
==> layout by cell type, fill, tap and decap left out, drive strengths merged, types with 3 or more instances in the layout <==
| cell type | Yosys | final |
|---|---|---|
| and2 | 10 | 10 |
| o21a | 3 | 3 |
| xor2 | 10 | 10 |
| fa | 20 | 20 |
| clkbuf | 7 | 14 |
| clkdlybuf4s50 | 0 | 40 |
| nor2 | 18 | 18 |
| a211oi | 3 | 3 |
| xnor2 | 15 | 15 |
| inv | 43 | 43 |
| o21bai | 6 | 6 |
| o21ai | 17 | 17 |
| a21o | 7 | 7 |
| a22o | 14 | 14 |
| ha | 45 | 45 |
| mux2i | 3 | 3 |
| nor3 | 10 | 10 |
| nand2b | 8 | 8 |
| nand2 | 36 | 36 |
| a21oi | 22 | 22 |
| buf | 2 | 45 |
| xnor3 | 3 | 3 |
| dfrtp | 31 | 31 |
==> registers in the layout, summed over array words and instances, names as in the netlist, 3 cells and up <==
name / cells
o_o_x: 8
state: 3
o_o_y: 8
o_row_id: 4
==> routing by layer <==
layer | vias up | wire, microns | global-route usage
met5 | - | 0 | 0
met4 | 0 | 25 | 0.00769
met3 | 2 | 286 | 0.0313
met2 | 37 | 3300 | 0.294
met1 | 1352 | 3910 | 0.317
li1 | 1437 | - | -
==> logic make-up after synthesis <==
| logic type | after synthesis | share of synthesized area |
|---|---|---|
| AOI/OAI and AO/OA | 84 | 0.173 |
| other | 1 | 0.00112 |
| DFF | 31 | 0.231 |
| xor gates and xnor gates | 28 | 0.0882 |
| and+or+nand+nor | 99 | 0.145 |
| muxes | 3 | 0.00893 |
| adders and majority gates | 67 | 0.293 |
| buffers and inverters | 52 | 0.0595 |
No activity file was given, so power comes from the tool's default toggle rates.
