## flow/config.mk

```make
export PLATFORM = sky130hd
export DESIGN_NAME = axi_lite_slave
export DESIGN_NICKNAME = axi_lite_slave
export VERILOG_FILES = /design/flow/design.v
export SDC_FILE = /design/flow/constraint.sdc
export NUM_CORES = 4
export LEC_CHECK = 1
export CORE_AREA = 10 10 70 70
export DIE_AREA = 0 0 80 80
```

## flow/constraint.sdc

```tcl
current_design axi_lite_slave

set clk_period 1.2
set clk_io_pct 0.2

create_clock -name clk0 -period $clk_period [get_ports {i_aclk}]

set non_clock_inputs [all_inputs -no_clocks]
set_input_delay [expr $clk_period * $clk_io_pct] -clock clk0 $non_clock_inputs
set_output_delay [expr $clk_period * $clk_io_pct] -clock clk0 [all_outputs]
```

## flow/design.v

```verilog
module axi_lite_slave #(
    parameter int ADDR_WIDTH = 32,
    parameter int DATA_WIDTH = 32
) (
    input logic i_aclk, i_aresetn,
    input logic [ADDR_WIDTH-1:0] i_awaddr,
	input logic i_awvalid,
    output logic o_awready,
    input logic [DATA_WIDTH-1:0] i_wdata,
    input logic [DATA_WIDTH/8-1:0] i_wstrb,  
	input logic i_wvalid,
    output logic o_wready,
    input logic i_bready,
    output logic o_bvalid, 
    output logic [1:0] o_bresp,
	input logic [ADDR_WIDTH-1:0] i_araddr,
    input logic i_arvalid,
    output logic o_arready,
    input logic i_rready,
    output logic [DATA_WIDTH-1:0] o_rdata,
    output logic o_rvalid, 
    output logic [1:0] o_rresp
);
    logic [ADDR_WIDTH-1:0]axi_awaddr, axi_araddr;
    logic axi_awready, axi_wready, axi_bvalid, axi_arready, axi_rvalid;
    logic [1:0] axi_bresp, axi_rresp;
    always_comb begin
        o_awready = axi_awready;
        o_wready = axi_wready;
        o_bresp = axi_bresp;
        o_bvalid = axi_bvalid;
        o_arready = axi_arready;
        o_rresp = axi_rresp;
        o_rvalid = axi_rvalid;
    end
    logic [1:0] state_write, state_read;
    localparam Idle = 2'b00, 
        Raddr = 2'b10,
        Rdata = 2'b11,
        Waddr = 2'b10,
        Wdata = 2'b11;
    always @(posedge i_aclk) begin                                 
        if (~i_aresetn) begin                                 
            axi_awready <= 0;                                 
            axi_wready <= 0;                                 
            axi_bvalid <= 0;                                 
            axi_bresp <= 0;                                 
            axi_awaddr <= 0;                                 
            state_write <= Idle;                                 
        end else begin                                 
            case(state_write)                                 
            Idle: begin                                 
                if(i_aresetn == 1'b1) begin                                 
                    axi_awready <= 1'b1;                                 
                    axi_wready <= 1'b1;                                 
                    state_write <= Waddr;                                 
                end else 
                    state_write <= state_write;                                 
            end
            Waddr: begin                                 
                if (i_awvalid && o_awready) begin                                 
                    axi_awaddr <= i_awaddr;  
                    if(i_wvalid) begin                                   
                        axi_awready <= 1'b1;                                 
                        state_write <= Waddr;                                 
                        axi_bvalid <= 1'b1;                                 
                    end else begin                                 
                        axi_awready <= 1'b0;                                 
                        state_write <= Wdata;                                 
                        if (i_bready && axi_bvalid) axi_bvalid <= 1'b0;                                 
                    end                                 
                end else begin                                 
                    state_write <= state_write;                                 
                    if (i_bready && axi_bvalid) axi_bvalid <= 1'b0;                                 
                end                                 
            end
            Wdata: begin                                 
                if (i_wvalid) begin                                 
                    state_write <= Waddr;                                 
                    axi_bvalid <= 1'b1;                                 
                    axi_awready <= 1'b1;                                 
                    end else begin                                 
                        state_write <= state_write;                                 
                        if (i_bready && axi_bvalid) axi_bvalid <= 1'b0;
                    end
                end
            endcase                                 
        end                                 
    end  
    always_ff @(posedge i_aclk ) begin 
        if (i_aresetn == 1'b0) begin
            mem <= 0;
        end else begin
            if (i_wvalid) begin
                mem <= i_wdata;
            end
        end
    end
    always @(posedge i_aclk) begin                                       
        if (i_aresetn == 1'b0) begin                                       
            axi_arready <= 1'b0;                                       
            axi_rvalid <= 1'b0;                                       
            axi_rresp <= 1'b0;                                       
            state_read <= Idle;                                       
        end else begin                                       
            case(state_read)
                Idle: begin                                                
                    if (i_aresetn == 1'b1) begin                                       
                        state_read <= Raddr;                                       
                        axi_arready <= 1'b1;                                       
                    end else 
                        state_read <= state_read;                                       
                end
                Raddr: begin 
                    if (i_arvalid && o_arready) begin                                       
                        state_read <= Rdata;                                       
                        axi_araddr <= i_araddr;                                       
                        axi_rvalid <= 1'b1;                                       
                        axi_arready <= 1'b0;                                       
                    end 
                        else state_read <= state_read;                                       
                end
                Rdata: begin                                           
                    if (i_arvalid && o_arready) begin                                       
                        axi_rvalid <= 1'b0;                                       
                        axi_arready <= 1'b1;                                       
                        state_read <= Raddr;                                       
                    end 
                        else state_read <= state_read;                                       
                end                                       
            endcase                                       
        end                                       
    end
endmodule
```

## flow/run.sh

```bash
#!/bin/bash
# OpenROAD 26Q1-2900-gdf79404cd8, Yosys 0.63+post, stock flow scripts
make -C /OpenROAD-flow-scripts/flow DESIGN_CONFIG=/design/flow/config.mk WORK_HOME=/design/flow/orfs finish
```

==> run summary <==
number of I/O pins -> 148
CTS Hold Bufs -> 0
final hold slack -> 0.470 ns
core area -> 3420 µm²
achievable frequency -> 906 MHz
ANT cells -> 0
Period Utilization, post-route -> 92.0%
crit end category -> flip-flop
slowest library cell on the worst path -> dfxtp_2
Post-Syn Area per Cell -> 8.44 µm²
placed instance area -> 714 µm²
Die Y -> 80 µm
Hold/Removal Path Class -> reg -> reg
Worst R2R Path Depth -> 5
Max Slew Vio Count -> 0
die area -> 6400 µm²
Late-Pin Clk Latency -> 0.25 ns
routability cong. -> 0.772
tool warnings -> 126
status -> finished, final reports clean
Clk pwr share -> 38.3%
Via Count -> 451
CP peak stage delay -> 0.32 ns
Comb power frac -> 13.5%
most frequent cells after synthesis -> 36 x buf_4, 10 x dfxtp_1, 7 x nor2_1
cell type with the largest total area after synthesis -> buf_4
CTS Buffer Depth -> 2
CP Max Fanout -> 5
Hold EP -> axi_wready
final setup violating endpoints -> 0
Switch Pwr -> 0.167 mW
post-layout instance area -> 757 µm²
number of enable flip-flop cells -> 0
Hold Vio Cnt, Final -> 0
FF+latch count, synth -> 10
Inserted Clock Buffers -> 3
WS Path Type -> reg -> reg
sequential power share -> 48.3%
number of global-route vias before repair -> 518
number of distinct library cells after synthesis -> 22
sw frac -> 21.9%
share of post-route cells with drive strength above 1 -> 19.6%
Area growth syn-to-layout -> 15.0%
Netlist Area Pre-Place -> 658 µm²
fraction of registers with async set/reset -> 0%
ys cells -> 78
Core Util at FP -> 19.3%
first-pass GRT wire length -> 1960 µm
DRT Pass-1 Iters -> 2
clock sinks -> 10
Post-Syn Instances -> 78
post-DP HPWL -> 1070 µm
RSZ-0062 raised after global routing -> no
Chip Area, Yosys -> 658 µm²
Peak VDD IR -> 0.000239 V
CTS tree -> built
Overall Global Routing Usage -> 3.46%
Reg clk slew, reported paths -> 0.06 ns
Post-synth seq share -> 30.4%
P per Cell Area -> 1010 nW/µm²
Top area cell types -> buf_4 41%, dfxtp_1 30%, nor2_1 4.0%
Hold Crit Depth -> 2
drt initial violations -> 41
Clock H-tree levels -> 1
largest net degree at the start of global routing -> 9
critical path arrival -> 1.25 ns
Fill cells -> 396
internal power -> 0.595 mW
Logic area -> 304 µm²
vias per cell -> 3.15
Worst R2R Setup Slack -> 0.1 ns
Worst Path Required -> 1.35 ns
wire per inst -> 8.97 µm
DRC -> 0
Root Buffer -> clkbuf_4
leakage power total -> 0.404 nW
worst r2r src -> axi_awready
area share, top type -> 41.1%
total of max-cap violations -> 0
YS warnings -> 36
WL final -> 1280 µm
area occupied by registers -> 205 µm²
r2r endpoint -> state_write[1]
Buffers on Ports -> 10
CP startpoint kind -> flip-flop
Tmin final -> 1.10 ns
crit-path leading delay family -> AND-OR/OR-AND gates
count leader, synth -> buf_4
clock skew -> 0.00151 ns
HP Start -> axi_wready
die width -> 80 µm
initial antenna violation count -> 0
gr ovfl total -> 0
ANT nets after route -> 0
crit path cell chain -> buf_4, buf_4, a21o_1, a221oi_2, nor2_1
Most common cell on crit path -> buf_4
FP Rows -> 21
most common flop cell mapped by yosys -> dfxtp_1
WP buf/inv -> 2
worst min-delay path: cells and delay by family (launching register included):
kind | cells | cell delay, ns
simple gates | 2 | 0.12
flops | 1 | 0.32
placed cells by master (no fill, tap or decap), types with 2 or more instances in the layout:
| master | count |
|---|---|
| a31oi_1 | 2 |
| buf_4 | 6 |
| clkbuf_4 | 3 |
| clkdlybuf4s50_1 | 5 |
| conb_1 | 36 |
| dfxtp_1 | 6 |
| dfxtp_2 | 4 |
| dlygate4sd2_1 | 5 |
| inv_1 | 3 |
| nand2_1 | 4 |
| nor2_1 | 7 |
power by group through the flow:
stage,Combinational (mW),Sequential [mW],Clock [mW]
CTS,0.108,0.368,0.302
finish,0.103,0.368,0.292
global route,0.122,0.370,0.332
state kept, by name, indices dropped and copies added (netlist names):
signal / cells
axi_bvalid: 1
axi_wready: 1
axi_arready: 1
axi_awready: 1
axi_rvalid: 1
state_read: 2
state_write: 3
per-stage QoR:
stage / util, % / TNS [ns] / instances / total power [mW] / setup slack, ns
finish: 22.2 / 0 / 143 / 0.762 / 0.0958
CTS: 22.2 / 0 / 143 / 0.778 / 0.0905
detailed placement: 20.9 / -0.308 / 138 / 0.483 / -0.0968
floorplan: - / 0 / 113 / 0.493 / 0.251
global placement: 20.9 / -0.359 / 138 / 0.484 / -0.0978
global route: 22.2 / 0 / 143 / 0.825 / 0.0295
worst max path at each step:
stage / from / to / slack [ns] / cells past startpoint
CTS: axi_awready / state_write[1] / 0.09 / 5
global route: axi_awready / state_write[1] / 0.03 / 5
finish: axi_awready / state_write[1] / 0.1 / 5
per-layer routing:
metal  wire (µm)  track usage, %  vias up
met2         367            4.17       43
met5           0               0        -
met1         691            5.17      185
li1            -               -      221
met4          25           0.880        0
met3         199            1.70        2
cells by family (layout without fill, tap and decap cells):
logic type / after synthesis / count (layout) / synth area share [%]
buffers and inverters: 40 / 24 / 43.3
and+or+nand+nor: 14 / 14 / 8.74
AOI/OAI and AO/OA: 12 / 12 / 14.6
DFF: 10 / 10 / 30.4
other: 1 / 36 / 0.570
muxes: 1 / 1 / 2.28
final cells by class:
cell class / instances / area share (%)
inverters: 4 / 1.98
clock buffers: 4 / 4.79
well taps: 46 / 7.60
flip-flops and latches: 10 / 27.1
repair buffers: 16 / 18.3
multi-input cells: 63 / 40.2
timing repair:
| action | CTS | global route |
|---|---|---|
| endpoints found under the setup margin | 5 | 0 |
| buffers inserted | 1 | 0 |
| gates resized | 9 | 0 |
Power and IR drop assume default switching activity.
