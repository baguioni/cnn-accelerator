==> ./design.v <==
module HA (input logic a, b, output logic s, c );
    assign s = a ^ b;
    assign c = a & b;
endmodule
module mBB (
    input  logic       en,
    input  logic [1:0] a, b, sel,
    output logic [3:0] p
);
    localparam UxU = 2'b00;
    localparam UxS = 2'b01;
    localparam SxU = 2'b10;
    localparam SxS = 2'b11;
    logic [1:0] ai, bi;
    logic [3:0] pi;
    assign ai = (!en)? 0 : (sel==UxS)? b : a;
    assign bi = (!en)? 0 : (sel==UxS)? a : b;
    logic [1:0] pp0, pp1;
    assign pp0 = { (ai[1] & bi[0]), (ai[0] & bi[0]) };
    assign pp1 = { (ai[1] & bi[1]), (ai[0] & bi[1]) };
    assign pi[0] = pp0[0];
    logic HA_p1_co;
    HA HA_p1(
        .a((sel==0)? pp0[1] : ~pp0[1]),
        .b((sel==0)? pp1[0] : ~pp1[0]),
        .c(HA_p1_co),
        .s(pi[1]));
    logic HA_p2_1_co, HA_p2_1_s;
    HA HA_p2_1(
        .a(1'b1),
        .b(pp1[1]),
        .c(HA_p2_1_co),
        .s(HA_p2_1_s));
    logic HA_p2_0_a, p3_0;
    assign HA_p2_0_a = (sel==0)? pp1[1] : HA_p2_1_s;
    HA HA_p2_0(
        .a(HA_p2_0_a),
        .b(HA_p1_co),
        .c(p3_0),
        .s(pi[2]));
    assign pi[3] = (sel==0)? p3_0: ~(HA_p2_1_co | p3_0);
    always @(*) begin
        if (en) begin
            case (sel)
                UxU, SxS: p <= pi;
                UxS, SxU: p <= (~bi[1])? pi : 
                        {(pi[3] ^ ai[1]) ^ (pi[2] & ai[0]),  
                         (pi[2] ^ ai[0]) ,  pi[1:0]};        
            endcase
        end else begin
            p <= 4'b0; 
        end
    end
endmodule
module mFU (
    input  logic        clk, nrst,
    input  logic [ 7:0] a, b,
    input  logic [ 1:0] mode,
    output logic [15:0] p
);
    localparam _8x8 = 2'b00;
    localparam _4x4 = 2'b01;
    localparam _2x2 = 2'b10;
    localparam NOOP = 2'b11;
    logic [15:0] en;
    always @(*) begin
        case (mode)
            _8x8: en = 16'b1111_1111_1111_1111;
            _4x4: en = 16'b1111_0000_0000_1111;
            _2x2: en = 16'b1001_0000_0000_1001; 
            default: en = 16'b0;
        endcase
    end
    logic [31:0] sel;
    always @(*) begin
        case (mode)
            _8x8: sel = 32'b11100100_10100000_01000100_00000000;
            _4x4: sel = 32'b11100100_00000000_00000000_11100100;
            _2x2: sel = 32'b11000011_00000000_00000000_11000011; 
            default: sel = 32'b0;
        endcase
    end
    logic [3:0] p0_ll, p0_hl, p0_lh, p0_hh;
    logic [3:0] p1_ll, p1_hl, p1_lh, p1_hh;
    logic [3:0] p2_ll, p2_hl, p2_lh, p2_hh;
    logic [3:0] p3_ll, p3_hl, p3_lh, p3_hh;
    mBB mbb_0_hh(.en(en[15]), .a(a[7:6]), .b(b[7:6]), .sel(sel[31:30]), .p(p0_hh));
    mBB mbb_0_hl(.en(en[14]), .a(a[7:6]), .b(b[5:4]), .sel(sel[29:28]), .p(p0_hl));
    mBB mbb_0_lh(.en(en[13]), .a(a[5:4]), .b(b[7:6]), .sel(sel[27:26]), .p(p0_lh));
    mBB mbb_0_ll(.en(en[12]), .a(a[5:4]), .b(b[5:4]), .sel(sel[25:24]), .p(p0_ll));
    mBB mbb_1_hh(.en(en[11]), .a(a[7:6]), .b(b[3:2]), .sel(sel[23:22]), .p(p1_hh));
    mBB mbb_1_hl(.en(en[10]), .a(a[7:6]), .b(b[1:0]), .sel(sel[21:20]), .p(p1_hl));
    mBB mbb_1_lh(.en(en[ 9]), .a(a[5:4]), .b(b[3:2]), .sel(sel[19:18]), .p(p1_lh));
    mBB mbb_1_ll(.en(en[ 8]), .a(a[5:4]), .b(b[1:0]), .sel(sel[17:16]), .p(p1_ll));
    mBB mbb_2_hh(.en(en[ 7]), .a(a[3:2]), .b(b[7:6]), .sel(sel[15:14]), .p(p2_hh));
    mBB mbb_2_hl(.en(en[ 6]), .a(a[3:2]), .b(b[5:4]), .sel(sel[13:12]), .p(p2_hl));
    mBB mbb_2_lh(.en(en[ 5]), .a(a[1:0]), .b(b[7:6]), .sel(sel[11:10]), .p(p2_lh));
    mBB mbb_2_ll(.en(en[ 4]), .a(a[1:0]), .b(b[5:4]), .sel(sel[ 9: 8]), .p(p2_ll));
    mBB mbb_3_hh(.en(en[ 3]), .a(a[3:2]), .b(b[3:2]), .sel(sel[ 7: 6]), .p(p3_hh));
    mBB mbb_3_hl(.en(en[ 2]), .a(a[3:2]), .b(b[1:0]), .sel(sel[ 5: 4]), .p(p3_hl));
    mBB mbb_3_lh(.en(en[ 1]), .a(a[1:0]), .b(b[3:2]), .sel(sel[ 3: 2]), .p(p3_lh));
    mBB mbb_3_ll(.en(en[ 0]), .a(a[1:0]), .b(b[1:0]), .sel(sel[ 1: 0]), .p(p3_ll));
    logic [7:0] p0, p1, p2, p3;
    logic p1_lh_ex, p2_hl_ex;
    logic p3_hl_ex, p3_lh_ex;
    assign p1_lh_ex = (mode==_8x8)? 0 : p1_lh[3];
    assign p2_hl_ex = (mode==_8x8)? 0 : p2_hl[3];
    assign p3_hl_ex = (mode==_8x8)? 0 : p3_hl[3];
    assign p3_lh_ex = (mode==_8x8)? 0 : p3_lh[3];
    assign p0 = {p0_hh,p0_ll} + { { {2{p0_hl[3]}} , p0_hl } + { {2{p0_lh[3]}} , p0_lh } , 2'b00};
    assign p1 = {p1_hh,p1_ll} + { { {2{p1_hl[3]}} , p1_hl } + { {2{p1_lh_ex}} , p1_lh } , 2'b00};
    assign p2 = {p2_hh,p2_ll} + { { {2{p2_hl_ex}} , p2_hl } + { {2{p2_lh[3]}} , p2_lh } , 2'b00};
    assign p3 = {p3_hh,p3_ll} + { { {2{p3_hl_ex}} , p3_hl } + { {2{p3_lh_ex}} , p3_lh } , 2'b00};
    always @(*) begin
        if (!nrst) begin
            p = 16'h0;
        end else begin
            case (mode)
                _8x8:    p = { p0, p3 } +  { { {4{p1[7]}} , p1 } + { {4{p2[7]}} , p2 } , 4'b0000 };
                _4x4:    p = {{8{p0[7]}},p0} + {{8{p3[7]}},p3};
                _2x2:    p = {{12{p0_hh[3]}},p0_hh} + {{12{p0_ll[3]}},p0_ll} + {{12{p3_hh[3]}},p3_hh} + {{12{p3_ll[3]}},p3_ll};
                default: p = 16'h0;
            endcase
        end
    end
endmodule
module pe #(
    parameter int DATA_WIDTH = 8
) (
    input logic i_clk, i_nrst, 
    input logic [1:0] i_mode,
    input logic [DATA_WIDTH-1:0] i_ifmap, i_weight,
    input logic [DATA_WIDTH*2-1:0] i_psum,
    input logic i_reg_clear,  
    input logic i_pe_en,   
    input logic i_psum_out_en,
    output logic [DATA_WIDTH-1:0] o_ifmap, o_weight,
    output logic [DATA_WIDTH*2-1:0] o_ofmap
);
    logic [DATA_WIDTH-1:0] reg_ifmap, reg_weight;
    logic [DATA_WIDTH*2-1:0] reg_psum, o_multiplier, reg_psum_out;
    always_ff @(posedge i_clk or negedge i_nrst) begin
        if (~i_nrst) begin
            reg_ifmap <= 0;
            reg_weight <= 0;
        end else begin
            if (i_reg_clear) begin
                reg_ifmap <= 0;
                reg_weight <= 0;
            end else if (i_pe_en) begin
                reg_ifmap <= i_ifmap;
                reg_weight <= i_weight;
            end
        end
    end
    mFU mfu (
        .clk(i_clk),
        .nrst(i_nrst),
        .a(i_ifmap),
        .b(i_weight),
        .mode(i_mode),
        .p(o_multiplier)
    );
    logic write_en;
    assign write_en = i_pe_en & (reg_ifmap != 0 & reg_weight != 0);
    always_ff @(posedge i_clk or negedge i_nrst) begin
        if(~i_nrst) begin
            reg_psum <= 0;
            reg_psum_out <= 0;
        end else begin
            if(i_psum_out_en) begin
                reg_psum_out <= reg_psum;
            end else if (i_reg_clear) begin
                reg_psum <= 0;
                reg_psum_out <= 0;
            end else if(i_pe_en) begin
                reg_psum <= reg_psum + o_multiplier;
            end 
        end
    end
    always_comb begin
        o_ifmap = reg_ifmap;
        o_weight = reg_weight;
        o_ofmap = reg_psum_out;
    end
endmodule
module systolic_array #(
    parameter DATA_WIDTH = 8,
    parameter WIDTH = 2,
    parameter HEIGHT = 2
) (
    input logic i_clk, i_nrst, i_reg_clear, i_pe_en, i_psum_out_en,
    input logic [1:0] i_mode,
    input logic [0:HEIGHT-1][DATA_WIDTH-1:0] i_ifmap, 
    input logic [0:WIDTH-1][DATA_WIDTH-1:0] i_weight,
    output logic [0:HEIGHT-1][DATA_WIDTH*2-1:0] o_ofmap
);
    logic [0:HEIGHT-1][0:WIDTH][DATA_WIDTH-1:0] mat_A;
    logic [0:HEIGHT][0:WIDTH-1][DATA_WIDTH-1:0] mat_B;
    logic [0:HEIGHT-1][0:WIDTH][DATA_WIDTH*2-1:0] mat_C;
    genvar jj;
    generate
        for (jj=0; jj < HEIGHT; jj++) begin : y_ios
            assign mat_A[jj][0] = i_ifmap[jj]; 
            assign o_ofmap[jj] = mat_C[jj][0];
        end
    endgenerate
    genvar ii;
    generate
        for (ii=0; ii < WIDTH; ii++) begin : x_ios
            assign mat_B[0][ii] = i_weight[ii];
        end
    endgenerate
    genvar i, j;
    generate
        for (j=0; j < HEIGHT; j++) begin : y_axis
            for (i=0; i < WIDTH; i++) begin : x_axis
                pe #(
                    .DATA_WIDTH(DATA_WIDTH)
                ) pe_inst (
                    .i_clk(i_clk),
                    .i_nrst(i_nrst),
                    .i_mode(i_mode),
                    .i_ifmap(mat_A[j][i]),
                    .i_weight(mat_B[j][i]),
                    .i_reg_clear(i_reg_clear),
                    .i_pe_en(i_pe_en),
                    .i_psum_out_en(i_psum_out_en),
                    .o_ifmap(mat_A[j][i+1]),
                    .o_weight(mat_B[j+1][i]),
                    .o_ofmap(mat_C[j][i])
                );
            end
        end
    endgenerate
endmodule
==> ./run.sh <==
#!/bin/bash
# OpenROAD 26Q1-2900-gdf79404cd8, Yosys 0.63+post, stock flow scripts
make -C /OpenROAD-flow-scripts/flow DESIGN_CONFIG=/design/flow/config.mk WORK_HOME=/design/flow/orfs finish
==> ./config.mk <==
export PLATFORM = sky130hd
export DESIGN_NAME = systolic_array
export DESIGN_NICKNAME = systolic_array
export VERILOG_FILES = /design/flow/design.v
export SDC_FILE = /design/flow/constraint.sdc
export NUM_CORES = 4
export LEC_CHECK = 1
export CORE_UTILIZATION = 50
==> ./constraint.sdc <==
current_design systolic_array

set clk_period 10.2
set clk_io_pct 0.2

create_clock -name clk0 -period $clk_period [get_ports {i_clk}]

set non_clock_inputs [all_inputs -no_clocks]
set_input_delay [expr $clk_period * $clk_io_pct] -clock clk0 $non_clock_inputs
set_output_delay [expr $clk_period * $clk_io_pct] -clock clk0 [all_outputs]
==> flow_metrics.tcl <==
# collected from the flow reports
set metrics [dict create \
    cts_buffers 9 \
    numSynthFlops 72 \
    post_cts_buffers 0 \
    crit_slowest_cell "clkdlybuf4s50_1" \
    ff_type "dfrtp_1" \
    ir_drop_mv 0.117 \
    worst_setup_path_end_kind "flip-flop" \
    die_w_um 167 \
    antenna_found_initial 0 \
    area_growth_pct 9.45 \
    yosysUniqueCellTypes 70 \
    timing.hold.ws_ns 0.494 \
    final.period_utilization_pct 94.0 \
    power.total_mw 1.88 \
    dp.cells 2021 \
    layout_top_cells "ha_1, a21oi_1, nand2_1, inv_1, xnor2_1" \
    syn_area_sq_um 13700 \
    synth_area_per_cell_sq_um 8.22 \
    drtAntennaViolNets 0 \
    final_max_slew_viol_count 0 \
    warning_count 39 \
    drt_iter0_drc 502 \
    cpLargestDelayFamily "AND-OR/OR-AND gates" \
    drc 0 \
    edf_count 0 \
    worst-slew-pin-transition_ns 0.744 \
    slew-limit-headroom_pct 50.3 \
    p_leak_nw 7.92 \
    cts_buffer_depth 2 \
    yosys_warnings 3 \
    cts_root_buf "clkbuf_16" \
    clock.fmax_ghz 0.104 \
    first_global_vias 11100 \
    fill_cells 2511 \
    drive_gt1_share_pct 4.66 \
    wl_per_cell_um 15.6 \
    die-area_sq_um 28000 \
    grt_pass1_wl_um 54400 \
    firstDrtPassIters 6 \
    hold_class "reg -> reg" \
    antenna_cells 0 \
    criticalPathCategory "in -> reg" \
    dp_hpwl_um 25900 \
    gp_congestion 0.856 \
    cts.htree.levels 3 \
    clkTransAtPathRegs_ns 0.06 \
    ys_chip_area_sq_um 13700 \
    yosysCellCount 1664 \
    finalSetupViolations 0 \
    cp.arrival_ns 9.83 \
    fp-utilization_pct 50.9 \
    critPathLaunchType "primary input" \
    max_stage_delay_ns 0.54 \
    vias 11300 \
    status "completed" \
    core_area_sq_um 26900 \
    vias_per_cell 5.55 \
    grt_setup_unrepaired "false" \
    crit_fanout 4 \
    grt_overflow 0 \
    cap_violations 0 \
    track_usage_pct 24.5 \
    clock_latency_ns 0.34 \
    final_common_cell "ha_1" \
    fin_cells 2036 \
    wl_um 31900 \
    portBuffers 62 \
    power_density_nw_per_um2 125 \
    synthCells 1664 \
    finalClockSkew_ns 0.0112 \
    hold_violations 0 \
    crit_buf_inv 5 \
    rows 60 \
    crit_required_ns 10.43 \
    ys_seq_share_pct 13.2 \
    critPathMostFrequentCell "ha_1" \
    async_reset_ff_share_pct 100 \
    fin_setup_tns_ns 0 \
    tritoncts "done" \
    min_period_ns 9.59 \
    top_level_ports 71 \
    grt_max_degree 45 \
    cts.sinks 72 \
    dieHeight_um 167 \
]
## routing by layer
layer / track usage, % / vias to the layer above / share of wire, %
met4: 1.32 / 0 / 0.50
met5: 0 / - / 0
li1: - / 5898 / -
met1: 34.6 / 5264 / 48
met3: 1.81 / 11 / 2.1
met2: 43.5 / 119 / 49
## area by class of cell
| class | count | area (sq um) | share of cell area [%] |
|---|---|---|---|
| inverters | 133 | 499 | 3.34 |
| clock buffers | 10 | 239 | 1.60 |
| well taps | 341 | 427 | 2.85 |
| flip-flops and latches | 72 | 1800 | 12.0 |
| repair buffers | 100 | 903 | 6.04 |
| clock inverters | 5 | 57.6 | 0.385 |
| multi-input cells | 1375 | 11000 | 73.8 |
## kinds of logic (layout without fill, tap and decap cells)
kind of cell             count (synthesis)  in the layout  synth area share [%]
adder cells (fa/ha/maj)                303            303                  30.0
buffers and inverters                  217            248                  6.27
multiplexers                            35             35                  2.61
XOR/XNOR                               158            158                  10.3
flip-flops                              72             72                  13.2
AND-OR/OR-AND                          431            431                  20.8
AND/OR/NAND/NOR                        448            448                  16.8
## power breakdown
group          switching (mW)  internal, mW  leakage (nW)
Sequential             0.0330         0.319         0.990
Clock                   0.135         0.195         0.148
Combinational           0.639         0.554          6.79
## worst reg2reg max path, delay by kind of cell, from the launching register on
kind,cells,cell delay [ns]
buffers and inverters,3,0.32
AND-OR/OR-AND,13,2.20
XOR/XNOR,7,1.16
flip-flops,1,0.67
adder cells (fa/ha/maj),7,1.99
AND/OR/NAND/NOR,6,0.99
## cells in the mapped netlist, types with 5 or more instances
cell type / n / area, sq um
o22ai_1: 6 / 37.5
and3_1: 49 / 307
fa_1: 42 / 841
o21ai_0: 60 / 300
a222oi_1: 12 / 120
a21boi_0: 21 / 158
nor2_1: 69 / 259
clkbuf_1: 72 / 270
nand3b_1: 8 / 60.1
xnor2_1: 128 / 1120
inv_1: 133 / 499
a21oi_1: 149 / 746
xor2_1: 28 / 245
dfrtp_1: 72 / 1800
nor3_1: 11 / 55.1
nor2b_1: 40 / 250
buf_1: 7 / 26.3
nand3_1: 30 / 150
or3_1: 8 / 50.1
nand2_1: 134 / 503
o211ai_1: 5 / 37.5
a31oi_1: 10 / 62.6
a22o_1: 36 / 315
mux2i_1: 33 / 330
o21bai_1: 25 / 188
o21a_1: 14 / 105
and2b_2: 5 / 43.8
ha_1: 261 / 3270
nand2b_1: 22 / 138
and2_1: 53 / 332
a21o_1: 55 / 413
## worst paths after layout
kind	cells past startpoint	to	from	slack (ns)
max in group asynchronous	2	y_axis[0].x_axis[0].pe_inst.reg_psum[5]	i_nrst	7.67
hold / removal	1	y_axis[0].x_axis[0].pe_inst.reg_psum_out[11]	y_axis[0].x_axis[0].pe_inst.reg_psum_out[11]	0.49
min in group asynchronous	1	y_axis[1].x_axis[0].pe_inst.reg_psum_out[10]	i_nrst	1.69
setup / recovery	40	y_axis[1].x_axis[0].pe_inst.reg_psum[15]	i_mode[0]	0.61
hold reg to reg	1	y_axis[0].x_axis[0].pe_inst.reg_psum_out[11]	y_axis[0].x_axis[0].pe_inst.reg_psum_out[11]	0.49
setup reg to reg	36	y_axis[1].x_axis[0].pe_inst.reg_psum[15]	y_axis[0].x_axis[0].pe_inst.reg_weight[1]	2.76
## registers in the layout, summed over array words and instances (netlist names)
| register | cells |
|---|---|
| y_axis.x_axis.pe_inst.reg_psum | 32 |
| y_axis.x_axis.pe_inst.reg_psum_out | 32 |
| y_axis.x_axis.pe_inst.reg_weight | 8 |
## timing repair
action,CTS,global route
setup endpoints to repair,0,1
gates resized,0,3
endpoints found under the hold margin,0,0
hold buffers,0,0
## metrics by stage
step	worst slack (ns)	area, sq um	util (%)
floorplan	0.809	13700	-
global placement	0.315	14700	54.5
detailed placement	0.253	14700	54.5
CTS	0.556	14900	55.6
global route	0.000576	15000	55.7
finish	0.609	15000	55.7
No activity file was given, so power comes from the tool's default toggle rates.
