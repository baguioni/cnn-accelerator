<file path="flow/run.sh">
#!/bin/bash
# OpenROAD 26Q1-2900-gdf79404cd8, Yosys 0.63+post, stock flow scripts
make -C /OpenROAD-flow-scripts/flow DESIGN_CONFIG=/design/flow/config.mk WORK_HOME=/design/flow/orfs finish
</file>
<file path="flow/config.mk">
export PLATFORM = sky130hd
export DESIGN_NAME = fifo
export DESIGN_NICKNAME = fifo
export VERILOG_FILES = /design/flow/design.v
export SDC_FILE = /design/flow/constraint.sdc
export NUM_CORES = 4
export LEC_CHECK = 1
export CORE_UTILIZATION = 30
</file>
<file path="flow/constraint.sdc">
current_design fifo

set clk_period 3.3
set clk_io_pct 0.2

create_clock -name clk0 -period $clk_period [get_ports {i_clk}]

set non_clock_inputs [all_inputs -no_clocks]
set_input_delay [expr $clk_period * $clk_io_pct] -clock clk0 $non_clock_inputs
set_output_delay [expr $clk_period * $clk_io_pct] -clock clk0 [all_outputs]
</file>
<file path="flow/design.v">
module fifo #(
    parameter int DEPTH = 8,  
    parameter int DATA_WIDTH = 8,
    parameter int ADDR_WIDTH = $clog2(DEPTH)
)(
    input logic i_clk, i_nrst, i_clear, i_write_en, i_pop_en,
    input logic [DATA_WIDTH-1:0] i_data_in,                
    output logic [DATA_WIDTH-1:0] o_pop_out,            
    output logic [DATA_WIDTH-1:0] o_peek_data,                
    output logic o_empty, o_full            
);
    logic [ADDR_WIDTH-1:0] w_pointer, r_pointer;
    logic [DATA_WIDTH-1:0] fifo [DEPTH-1:0];
    initial begin
        $monitor("[%0t] [FIFO] i_write_en=%0b i_data_in=0x%0h i_pop_en=%0b o_pop_out=0x%0h o_peek_data=0x%0h o_empty=%0b o_full=%0b",
            $time, i_write_en, i_data_in, i_pop_en, o_pop_out, o_peek_data, o_empty, o_full);
    end
    always_ff @ (posedge i_clk or negedge i_nrst) begin
        if (~i_nrst) begin
            w_pointer <= 0;
        end else if (i_clear) begin
            w_pointer <= 0;
        end else if (i_write_en & !o_full) begin
            fifo[w_pointer] <= i_data_in;
            w_pointer <= w_pointer + 1;
        end
    end
    always_ff @ (posedge i_clk or negedge i_nrst) begin
        if (~i_nrst) begin
            r_pointer <= 0;
            o_pop_out <= 0;
        end else if (i_clear) begin
            r_pointer <= 0;
            o_pop_out <= 0;
        end else if (i_pop_en) begin
            o_pop_out <= fifo[r_pointer];
            r_pointer <= r_pointer + 1;
        end
    end
    always_comb begin
        if (!o_empty) begin
            o_peek_data = fifo[r_pointer];
        end else begin
            o_peek_data = {DATA_WIDTH{1'b0}};
        end
    end
    always_comb begin
        o_full = (w_pointer + 1) == r_pointer;
        o_empty = (w_pointer == r_pointer);
    end
endmodule
</file>
==> qor.csv <==
stage;metric;value;unit
critical_path;worstPathMaxFanout;7;
synth;synth.distinct_cells;36;
timing;fin_crit_sh;97.1;%
power;power_density;562;nW/µm²
final_layout;drive_above_1_share;20.2;%
drt;drtAntennaViolNets;0;
critical_path;reg2regPathDepth;6;
synth;ys_seq_share;67.0;%
synth;top_cell_area_share;56.7;%
place;portBuffers;30;
critical_path;crit_arrival;2.54;ns
global_route;antenna_found_initial;0;
global_route;grt_usage;12.7;%
timing;fin_crit;3.20;ns
clocking;cts_tree;done;
synth;largest_area_cell;edfxtp_1;
synth;ys.flops;78;
min_path;hold_class;reg2reg;
global_route;grt_max_degree;15;
drt;drt-initial-drc-count;143;
clocking;htree_levels;3;
synth;synthArstFlopShare;17.9;%
run_status;status;finished, final reports clean;
synth;ys_cells;224;
flow_run;cap_violations;0;
synth;ys_sh_adder;4.43;%
critical_path;crit_slowest_cell;dfrtp_2;
drt;vias;1962;
clocking;cts_buffer_depth;2;
clocking;clock-root-buffer;clkbuf_16;
critical_path;cp-start-kind;flop;
final_layout;synthToLayoutAreaGrowth;23.7;%
final_layout;utilization;38.4;%
floorplan;dieArea;11700;µm²
synth;ys_chip_area;3390;µm²
timing;tightest_slew;0.544;ns
drt;routedWlPerCell;16.4;µm
synth;most_common_cell;edfxtp_1;
timing;tns;0;ns
synth;synthesis.area;3390;µm²
clocking;clkLatencyLatePin;0.33;ns
place;place_inst;392;
final_layout;fin_cells;412;
clocking;cts_hold_buf;0;
floorplan;rows;38;
timing;final-setup-viol-count;0;
critical_path;cp.required;2.64;ns
timing;hold_slack;0.483;ns
floorplan;fp.dieH;108;µm
synth;topCellsByArea;edfxtp_1 57%, dfrtp_1 10%, mux2_2 5.6%;
floorplan;fp-utilization;31.0;%
timing;finClkSkew;0.00555;ns
clocking;clkSlewWorstSetupHoldPaths;0.06;ns
timing;hold_viol;0;
power;p_leak;1.50;nW
floorplan;ios;31;
critical_path;crit_path_cell_trace;ha_4 -> ha_2 -> nor4_2 -> nand2b_1 -> buf_6 -> or2_0 -> and3_1 -> clkdlybuf4s50_1;
floorplan;core_area;10900;µm²
global_route;grt_pass1_vias;1941;
drt;drt_wl_total;6.75;mm
synth;synth-edff-count;64;
critical_path;cpPeakStageDelay;0.46;ns
drt;insertedDiodeCount;0;
critical_path;endpoint_kind;output pin;
min_path;min_path_cells;2;
timing;slew_viol_final;0;
place;gp_congestion;0.807;
synth;ys_sh_simple;10.3;%
place;dp_hpwl;4.62;mm
clocking;cts_buffers;9;
final_layout;fillers;994;
timing;fmax;312;MHz
synth;flop_cell;edfxtp_1;
synth;ys_sh_mux;6.24;%
synth;compound_area_share;7.27;%
floorplan;die-width;108;µm
synth;yosysWarnings;3;
timing;maxSlewHeadroom;63.6;%
global_route;grt_pass1_wl;10.5;mm
synth;avgSynthCellArea;15.1;µm²
drt;drtPass1Iterations;4;
critical_path;worst-setup-path-type;reg2out;
drt;via_per_inst;4.76;
synth;synthTopLogicFamily;simple AND/OR/NAND/NOR gates;
synth;synthTopCellsByCount;64 x edfxtp_1, 17 x mux2_2, 14 x dfrtp_1, 13 x and3_1, 13 x nand2_1;
synth;xor_share;1.85;%
power;ir_drop;0.281;mV
synth;synthCells;224;
drt;drc;0;
power;finalPower;2.36;mW
flow_run;warnings;33;
clocking;clock_sinks;78;
global_route;grt.overflow.total;0;
==> power breakdown <==
group / internal [mW] / switching, mW / leakage (nW)
Sequential: 1.10 / 0.0215 / 0.760
Clock: 0.506 / 0.371 / 0.130
Combinational: 0.199 / 0.166 / 0.613
==> final timing paths <==
check	start	endpoint	slack [ns]
setup / recovery	r_pointer[0]	o_peek_data[2]	0.1
hold / removal	o_pop_out[7]	o_pop_out[7]	0.48
setup reg to reg	w_pointer[1]	fifo[6][7]	0.57
hold reg to reg	o_pop_out[7]	o_pop_out[7]	0.48
max in group asynchronous	i_nrst	r_pointer[0]	2.42
min in group asynchronous	i_nrst	r_pointer[1]	0.69
==> area by class of cell <==
class | instances | area [µm²] | share of cell area [%]
Sequential cell | 78 | 2270 | 54.2
Clock buffer | 10 | 229 | 5.46
Timing Repair Buffer | 43 | 403 | 9.60
Inverter | 9 | 33.8 | 0.805
Tap cell | 140 | 175 | 4.18
Clock inverter | 6 | 38.8 | 0.925
Multi-Input combinational cell | 126 | 1040 | 24.8
==> kinds of logic (layout without fill, tap and decap cells) <==
| family | Yosys count | count (layout) |
|---|---|---|
| AOI/OAI and AO/OA | 26 | 26 |
| xor gates and xnor gates | 5 | 5 |
| muxes | 19 | 19 |
| buffers and inverters | 20 | 68 |
| and+or+nand+nor | 64 | 64 |
| DFF | 78 | 78 |
| adders and majority gates | 12 | 12 |
==> layer usage <==
layer  vias up  global-route usage (%)  part of all wire (%)
met5         -                       0                     0
met4         0                    1.74                   1.5
met3        11                    5.89                   8.2
met2        77                    17.7                    44
met1       932                    19.6                    46
li1        942                       -                     -
==> flip-flops by register name (all words and copies together), names as in the netlist <==
register	cells
w_pointer	3
fifo	64
r_pointer	3
o_pop_out	8
==> placed cells by master (no fill, tap or decap), types with 9 or more instances in the layout <==
cell,n
edfxtp_1,64
clkdlybuf4s50_1,30
mux2_2,17
and3_1,13
nand2_1,13
dfrtp_1,12
buf_4,10
inv_1,9
nor2_1,9
ha_1,9
clkbuf_16,9
==> critical path, delay by kind of cell, from the launching register on <==
| kind | cells | cell delay [ns] |
|---|---|---|
| adders and majority gates | 2 | 0.36 |
| buffers and inverters | 2 | 0.56 |
| DFF | 1 | 0.46 |
| and+or+nand+nor | 4 | 0.83 |
==> metrics by stage <==
| stage | setup slack [ns] | area, µm² |
|---|---|---|
| global route | -0.0445 | 4200 |
| finish | 0.0969 | 4200 |
| global placement | 0.257 | 3870 |
| floorplan | 0.838 | 3390 |
| detailed placement | 0.236 | 3870 |
| CTS | 0.00882 | 4150 |
==> repair_timing <==
action,CTS,global route
setup buffers,1,2
gates cloned,0,1
endpoints found under the setup margin,8,8
resized,1,9
pin swaps,1,4
No activity file was given, so power comes from the tool's default toggle rates.
