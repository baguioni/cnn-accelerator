===== /design/flow/run.sh =====
#!/bin/bash
# OpenROAD 26Q1-2900-gdf79404cd8, Yosys 0.63+post, stock flow scripts
make -C /OpenROAD-flow-scripts/flow DESIGN_CONFIG=/design/flow/config.mk WORK_HOME=/design/flow/orfs finish

===== /design/flow/config.mk =====
export PLATFORM = sky130hd
export DESIGN_NAME = tile_reader
export DESIGN_NICKNAME = tile_reader
export VERILOG_FILES = /design/flow/design.v
export SDC_FILE = /design/flow/constraint.sdc
export NUM_CORES = 4
export LEC_CHECK = 1
export CORE_UTILIZATION = 40

===== /design/flow/constraint.sdc =====
current_design tile_reader

set clk_period 3.8
set clk_io_pct 0.2

create_clock -name clk0 -period $clk_period [get_ports {i_clk}]

set non_clock_inputs [all_inputs -no_clocks]
set_input_delay [expr $clk_period * $clk_io_pct] -clock clk0 $non_clock_inputs
set_output_delay [expr $clk_period * $clk_io_pct] -clock clk0 [all_outputs]

===== /design/flow/design.v =====
module tile_reader #(
    parameter int ADDR_WIDTH = 8
) (
    input logic i_clk, i_nrst, 
    input logic i_read_en, i_reg_clear,
    input logic [ADDR_WIDTH-1:0] i_start_addr, i_addr_end,  
    output logic o_buf_read_en, o_read_done, o_valid_addr,
    output logic [ADDR_WIDTH-1:0] o_read_addr, 
    output logic [ADDR_WIDTH-1:0] o_data_addr
);
    logic [ADDR_WIDTH-1:0] reg_counter, reg_read_addr, reg_prev_read_addr;
    always_ff @(posedge i_clk or negedge i_nrst) begin
        if (~i_nrst) begin
            reg_counter <= 0;
            reg_read_addr <= 0;
            o_read_done <= 0;
            o_buf_read_en <= 0;
        end else begin
            if (i_reg_clear) begin
                reg_counter <= 0;
                reg_read_addr <= 0;
                o_read_done <= 0;
                o_buf_read_en <= 0;
            end else if (i_read_en & ~o_read_done) begin
                if (reg_counter <= i_addr_end) begin
                    o_buf_read_en <= 1;
                    reg_read_addr <= i_start_addr + reg_counter;
                    reg_counter <= reg_counter + 1;
                end else begin
                    o_buf_read_en <= 0;
                    reg_counter <= 0;
                    reg_read_addr <= 0;
                    o_read_done <= 1;
                end
            end
        end
    end
    always_ff @(posedge i_clk or negedge i_nrst) begin
        if (~i_nrst) begin
            reg_prev_read_addr <= 0;
            o_valid_addr <= 0;
        end else begin
            if (i_reg_clear) begin
                reg_prev_read_addr <= 0;
                o_valid_addr <= 0;
            end else if (i_read_en & ~o_read_done) begin
                if (reg_counter <= i_addr_end + 1) begin
                    reg_prev_read_addr <= reg_read_addr;
                    o_valid_addr <= 1;
                end
            end
        end
    end
    always_comb begin
        o_read_addr = reg_read_addr;
        o_data_addr = reg_prev_read_addr;
    end
endmodule

==> run_summary.xml <==
<?xml version="1.0" encoding="UTF-8"?>
<metrics>
  <group name="clock_network">
    <metric name="cts_inserted_buffers" unit="">3</metric>
    <metric name="cts_root_buffer" unit="">clkbuf_8</metric>
    <metric name="cts_tree" unit="">done</metric>
    <metric name="h_tree_level_count" unit="">1</metric>
    <metric name="post_cts.repair.setup_buffers" unit="">0</metric>
    <metric name="clk_pin_slew_worst_paths" unit="ns">0.10</metric>
    <metric name="hold_buffers" unit="">0</metric>
    <metric name="cts.sink_count" unit="">27</metric>
    <metric name="cts-root-to-sink-buffers" unit="">2</metric>
    <metric name="cts_resized" unit="">0</metric>
    <metric name="clkLatencyLatePin" unit="ns">0.28</metric>
  </group>
  <group name="setup_path">
    <metric name="worstSetupStartpointType" unit="">primary input</metric>
    <metric name="crit_fanout" unit="">10</metric>
    <metric name="crit_arrival" unit="ns">3.28</metric>
    <metric name="worstSetupPathType" unit="">in2reg</metric>
    <metric name="critical_path_required" unit="ns">4.01</metric>
    <metric name="reg2reg_slack" unit="ns">1.55</metric>
    <metric name="endpoint_kind" unit="">flip-flop</metric>
  </group>
  <group name="final_timing">
    <metric name="post_route_clock_skew" unit="ns">0.008625</metric>
    <metric name="tightest_slew" unit="ns">0.5909</metric>
    <metric name="timing.final.setup_violations" unit="">0</metric>
    <metric name="final-max-slew-violation-count" unit="">0</metric>
    <metric name="finalCriticalPeriod" unit="ns">3.065</metric>
    <metric name="timing.setup.tns" unit="ns">0</metric>
    <metric name="rsz0062_at_grt" unit="">false</metric>
    <metric name="finalHoldViolCount" unit="">0</metric>
    <metric name="final.period_utilization" unit="">0.8065</metric>
    <metric name="maxSlewHeadroom" unit="">0.6043</metric>
    <metric name="achievable-frequency" unit="MHz">326.3</metric>
  </group>
  <group name="synth">
    <metric name="synth.mux.area_fraction" unit="">0.004459</metric>
    <metric name="yosys_cells" unit="">245</metric>
    <metric name="synthFlopType" unit="">dfrtp_1</metric>
    <metric name="ys_sh_adder" unit="">0.1483</metric>
    <metric name="xor_area_frac" unit="">0.05072</metric>
    <metric name="yosys_area" unit="um2">2245</metric>
    <metric name="yosysUniqueCellTypes" unit="">50</metric>
    <metric name="synth_flop_count" unit="">27</metric>
    <metric name="compound_area_frac" unit="">0.2653</metric>
    <metric name="synth-async-reset-ratio" unit="">1.000</metric>
    <metric name="synth-seq-area-share" unit="">0.3010</metric>
    <metric name="synth-edff-count" unit="">0</metric>
    <metric name="syn_area" unit="um2">2245</metric>
    <metric name="logic_family" unit="">AND-OR/OR-AND gates</metric>
    <metric name="syn_inst_count" unit="">245</metric>
    <metric name="yosys_warnings" unit="">1</metric>
    <metric name="synth_area_per_cell" unit="um2">9.162</metric>
    <metric name="synthesized_area_fraction_occupied_by_and_or_nand_nor_cells" unit="">0.1789</metric>
  </group>
  <group name="placement">
    <metric name="hpwlAfterDp" unit="um">3910</metric>
    <metric name="place_congestion" unit="">0.8548</metric>
    <metric name="port_buffers" unit="">38</metric>
  </group>
  <group name="detailed_routing">
    <metric name="n_antenna_cell" unit="">0</metric>
    <metric name="antenna_violating_nets_post_route" unit="">0</metric>
    <metric name="drtPass1Iterations" unit="">4</metric>
    <metric name="drt-wirelength-per-cell" unit="um">14.93</metric>
    <metric name="detail_route.wirelength" unit="um">5270</metric>
    <metric name="first_iter_violations" unit="">41</metric>
    <metric name="route.detailed.drc" unit="">0</metric>
    <metric name="vias" unit="">1877</metric>
    <metric name="routed_via_density" unit="">5.317</metric>
  </group>
  <group name="power">
    <metric name="seq_power_share" unit="">0.489</metric>
    <metric name="switching_share" unit="">0.2889</metric>
    <metric name="fin_total_pwr" unit="uW">640.8</metric>
    <metric name="power.leakage" unit="nW">1.157</metric>
    <metric name="power_frac_comb" unit="">0.242</metric>
    <metric name="p_int" unit="uW">455.7</metric>
    <metric name="power_density" unit="nW/um2">231.7</metric>
    <metric name="ir_worst_vdd" unit="uV">131.4</metric>
    <metric name="power_switching" unit="uW">185.1</metric>
    <metric name="clock_power_share" unit="">0.269</metric>
  </group>
  <group name="floorplan">
    <metric name="floorplan.io_pins" unit="">39</metric>
    <metric name="std_cell_rows" unit="">26</metric>
    <metric name="placeableCoreArea" unit="um2">5270</metric>
    <metric name="die_area" unit="um2">5915</metric>
    <metric name="core_util_floorplan" unit="">0.4259</metric>
    <metric name="chipHeight" unit="um">76.91</metric>
    <metric name="fp.dieW" unit="um">76.91</metric>
  </group>
  <group name="final_layout">
    <metric name="fillerInstances" unit="">508</metric>
    <metric name="seq_area" unit="um2">675.6</metric>
    <metric name="syn2layout_area_growth" unit="%">23.19</metric>
    <metric name="final_layout_size_suffix_gt1_frac" unit="">0.1237</metric>
    <metric name="total_area_of_multi_input_combinational_cells" unit="um2">1456</metric>
  </group>
  <group name="global_routing">
    <metric name="grt_start_max_net_pins" unit="">37</metric>
    <metric name="grt_overflow_total" unit="">0</metric>
    <metric name="globalRouteTotalUtil" unit="">0.1893</metric>
    <metric name="first_global_vias" unit="">1834</metric>
    <metric name="grt_antenna_before_repair" unit="">0</metric>
    <metric name="grt_first_pass_wirelength" unit="um">8804</metric>
  </group>
  <group name="flow_run">
    <metric name="log.warning_count" unit="">26</metric>
    <metric name="maxCapViolations" unit="">0</metric>
  </group>
  <group name="worst_hold_path">
    <metric name="min-delay-path-class" unit="">reg2reg</metric>
  </group>
  <group name="outcome">
    <metric name="outcome" unit="">finished clean</metric>
  </group>
</metrics>
==> final timing paths <==
check / start / end / cells past startpoint
min reg2reg: reg_prev_read_addr[3] / reg_prev_read_addr[3] / 2
max in group asynchronous: i_nrst / reg_prev_read_addr[5] / 2
min: reg_prev_read_addr[3] / reg_prev_read_addr[3] / 2
max reg2reg: reg_counter[1] / reg_read_addr[6] / 6
max: i_addr_end[0] / reg_prev_read_addr[5] / 12
min in group asynchronous: i_nrst / reg_counter[3] / 2
==> sequential cells by signal, summed over array words and instances (netlist names) <==
| name | flops |
|---|---|
| o_read_done | 1 |
| o_buf_read_en | 1 |
| reg_counter | 8 |
| o_valid_addr | 1 |
| reg_read_addr | 8 |
| reg_prev_read_addr | 8 |
==> cell usage in the layout, fill, tap and decap left out, types with 2 or more instances in the layout <==
cell type        count
clkdlybuf4s50_1     38
dfrtp_1             27
ha_1                25
a21oi_1             21
nand2_1             20
inv_1               15
xnor2_1             10
a31oi_1             10
nor3b_1             10
o211ai_1             9
o21ai_2              8
buf_4                8
nand3_1              7
o21ai_0              7
nor2_1               5
nand3b_1             5
nor3_1               4
a211oi_1             4
nor2b_1              3
a21o_1               3
o22ai_1              3
xor2_1               3
clkbuf_8             3
nand2b_1             2
nor2_2               2
o21ba_2              2
nand4_1              2
and3_1               2
o21bai_1             2
o41ai_1              2
==> worst max-delay path, stage by stage <==
cell and delay [ns]:
clkdlybuf4s50_1 0.53, ha_1 0.22, nand3_2 0.12, nor3_1 0.19, xnor2_1 0.15, ha_1 0.26, a21o_1 0.18, a21oi_1 0.23
o21ai_4 0.15, and2_0 0.18, buf_4 0.18, o21ai_2 0.13
==> metal layers <==
layer | up-vias | GRT usage | wire (um)
li1 | 984 | - | -
met1 | 867 | 0.3054 | 2807
met2 | 24 | 0.2955 | 2290
met3 | 2 | 0.01451 | 135
met4 | 0 | 0.01731 | 36
met5 | - | 0 | 0
==> power by group through the flow <==
stage / Combinational, mW / Clock, mW / Sequential, mW
CTS: 0.157 / 0.177 / 0.314
finish: 0.155 / 0.172 / 0.313
global route: 0.173 / 0.187 / 0.316
==> cell usage after synthesis, drive strengths merged (2+ instances only) <==
cell type  count  area share
dfrtp         27        0.30
ha            25        0.14
a21oi         22       0.051
nand2         20       0.033
o21ai         16       0.054
inv           15       0.025
nor3b         11       0.042
a31oi         10       0.028
xnor2         10       0.039
o211ai         9       0.030
clkbuf         8       0.015
nand3          8       0.020
nor2           7       0.014
a211oi         5       0.019
nand3b         5       0.017
buf            4       0.011
nor2b          4       0.011
nor3           4      0.0089
a21o           3       0.010
o22ai          3      0.0084
o41ai          3       0.015
xor2           3       0.012
and2           2      0.0056
and3           2      0.0056
nand2b         2      0.0056
nand4          2      0.0056
o21ba          2      0.0089
o21bai         2      0.0067
==> logic make-up (layout without fill, tap and decap cells) <==
kind of cell	Yosys count	count (layout)
compound gates	81	81
xor+xnor	13	13
fa+ha+maj	26	26
buf+inv	27	65
flops	27	27
mux	1	1
simple gates	70	70
==> per-stage QoR <==
step | std cells | instance area (um2) | hold WS, ns | setup slack (ns) | util
global route | 353 | 2765 | 0.5767 | 0.5744 | 0.5247
finish | 353 | 2765 | 0.5415 | 0.7352 | 0.5247
detailed placement | 349 | 2716 | 0.5219 | 0.4357 | 0.5154
floorplan | 245 | 2245 | 0.4574 | 1.038 | -
CTS | 353 | 2765 | 0.5461 | 0.7221 | 0.5247
global placement | 349 | 2716 | 0.5157 | 0.4384 | 0.5154
==> layout make-up <==
type / count / area share
clock buffer: 3 / 0.01493
multi-input combinational: 191 / 0.5267
sequential: 27 / 0.2443
timing repair buffer: 46 / 0.1593
inverter: 15 / 0.02036
tap: 70 / 0.03167
clock inverter: 1 / 0.002715
Power figures rest on the tool's default switching activity, not on a simulated workload.
