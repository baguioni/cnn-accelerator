File: ./run.sh
#!/bin/bash
# OpenROAD 26Q1-2900-gdf79404cd8, Yosys 0.63+post, stock flow scripts
make -C /OpenROAD-flow-scripts/flow DESIGN_CONFIG=/design/flow/config.mk WORK_HOME=/design/flow/orfs finish
File: ./config.mk
export PLATFORM = sky130hd
export DESIGN_NAME = address_generator
export DESIGN_NICKNAME = address_generator
export VERILOG_FILES = /design/flow/design.v
export SDC_FILE = /design/flow/constraint.sdc
export NUM_CORES = 4
export LEC_CHECK = 1
export CORE_UTILIZATION = 50
File: ./constraint.sdc
current_design address_generator

set clk_period 1.0
set clk_io_pct 0.2

create_clock -name clk0 -period $clk_period [get_ports {i_clk}]

set non_clock_inputs [all_inputs -no_clocks]
set_input_delay [expr $clk_period * $clk_io_pct] -clock clk0 $non_clock_inputs
set_output_delay [expr $clk_period * $clk_io_pct] -clock clk0 [all_outputs]
File: ./design.v
module address_generator #(
    parameter int ROWS = 4,
    parameter int ADDR_WIDTH = 6,
    parameter int ADDR_LENGTH = 9,
    parameter int KERNEL_SIZE = 3
) (
    input logic i_clk, i_nrst, i_en, i_reg_clear,
    input logic [ADDR_WIDTH-1:0] i_o_x, i_o_y, i_i_c, i_i_size, i_i_c_size, 
    input logic [ADDR_WIDTH-1:0] i_start_addr,
    input logic [ROWS-1:0] i_row_id,
    output logic o_valid, 
    output logic [0:ADDR_LENGTH-1][ADDR_WIDTH-1:0] o_addr,
    output logic [ADDR_WIDTH-1:0] o_o_x, o_o_y,
    output logic [ROWS-1:0] o_row_id
);
    logic [0:ADDR_LENGTH-1][ADDR_WIDTH-1:0] addr;
    logic write_done;
    genvar x, y;
    generate
        for (x = 0; x < KERNEL_SIZE; x = x + 1) begin : gen_x
            for (y = 0; y < KERNEL_SIZE; y = y + 1) begin : gen_y
                localparam int addr_idx = x * KERNEL_SIZE + y;
                always_comb begin
                    addr[addr_idx] = i_start_addr + (i_o_x + x) * i_i_size * i_i_c_size + (i_o_y + y) * i_i_c_size + i_i_c;
                end
            end
        end
    endgenerate
    always_ff @(posedge i_clk or negedge i_nrst) begin
        if (~i_nrst ) begin
            o_addr <= '0;
            o_o_x <= 0;
            o_o_y <= 0;
            o_valid <= 0;
            o_row_id <= 0;
        end else begin
            if (i_reg_clear) begin
                o_addr <= '0;
                o_o_x <= 0;
                o_o_y <= 0;
                o_valid <= 0;
                o_row_id <= 0;
            end else if (i_en) begin
                o_addr <= addr;
                o_o_x <= i_o_x;
                o_o_y <= i_o_y;
                o_valid <= i_en;
                o_row_id <= i_row_id;
            end else begin
                o_addr <= '0;
                o_o_x <= 0;
                o_o_y <= 0;
                o_valid <= 0;
                o_row_id <= 0;
            end
        end
    end
endmodule
==> Flow_metrics.wiki <==
== Metrics ==
{| class="wikitable"
! Metric !! Value
|-
| Hold slack || 0.1546 ns
|-
| IO buf count || 114
|-
| Most frequent logic cell in the layout || sky130_fd_sc_hd__buf_4
|-
| Most frequent cells in the layout || sky130_fd_sc_hd__buf_4 (126), sky130_fd_sc_hd__fa_1 (97), sky130_fd_sc_hd__xnor2_1 (86), sky130_fd_sc_hd__nand2_1 (75), sky130_fd_sc_hd__buf_2 (73)
|-
| Total global-route track usage || 29.11%
|-
| Cell at the slowest stage of the critical path || sky130_fd_sc_hd__fa_1
|-
| Maximum ir drop on the vdd rail || 2985 uV
|-
| Worst-Margin Slew || 0.6592 ns
|-
| Post-detailed-routing wire length || 23.28 mm
|-
| First-pass GRT wire length || 38.36 mm
|-
| Total die size || 0.01786 sq mm
|-
| Hpwl dp || 18.23 mm
|-
| Antenna violations before repair || 0
|-
| Synthesized instance count || 857
|-
| Per-cell via count in the routed design || 5.051
|-
| Slew Viols, Final || 0
|-
| Number of buffers created by CTS || 9
|-
| Clk network pwr share || 7.9%
|-
| Worst setup path startpoint || i_o_x[1]
|-
| Yosys synthesis warning count || 1
|-
| Upper clock frequency limit || 162.0 MHz
|-
| Critical path arrival || 6.39 ns
|-
| Mean Syn Cell Area || 10.11 sq um
|-
| Int Pwr || 27.61 mW
|-
| Total power density per cell area || 3518 mW/mm^2
|-
| Switching power || 18.38 mW
|-
| Fin crit share || 617.4%
|-
| Number of cells after detailed placement || 1318
|-
| CTS H-tree depth || 3
|-
| Total vias in the final route || 6864
|-
| Unrepaired setup endpoints after global routing || yes
|-
| Crit path setup slack, layout || -5.174 ns
|-
| Proportion of power drawn by combinational gates || 84.8%
|-
| Clock transition at the register clock pins on the worst setup and hold paths after CTS || 0.06 ns
|-
| Critical path endpoint category || flop
|-
| Crit path required time || 1.22 ns
|-
| DRC viols || 0
|-
| Via count of the first global-routing pass || 7660
|-
| DIE HEIGHT || 133.6 um
|-
| Violations in the final reports || setup timing
|-
| Core utilization at floorplan || 51.70%
|-
| Syn-to-layout area delta || 50.87%
|-
| Die extent in x || 133.6 um
|-
| Max-Cap Viols || 0
|-
| Maximum fanout count along the critical path || 4
|-
| Final sum of negative setup slack || -175.83 ns
|-
| Final setup violation count || 64
|-
| End of the critical path || o_addr[5]
|-
| Path category of the worst min-delay check || input pin to flop
|-
| Status || finished with violations
|-
| Clock Sinks || 66
|-
| Cells in synth_stat.txt || 857
|-
| Setup slack at placement || -6.230 ns
|-
| Clk buf depth || 2
|-
| Total congestion overflow || 0
|-
| Clock tree from TritonCTS || done
|-
| Number of enable-type register cells in the synthesized netlist || 0
|-
| Registers, synthesis || 66
|-
| Count of boundary I/O pins || 115
|-
| Leak Pwr || 6.283 nW
|-
| Switching share of power || 39.96%
|-
| Area reported by Yosys stat || 0.008665 sq mm
|-
| Minimum clock period after layout || 6.174 ns
|-
| Primary FF master, synth || sky130_fd_sc_hd__dfrtp_1
|-
| Peak per-stage delay on the critical path || 0.62 ns
|-
| Wire per inst || 17.13 um
|-
| Sequential element share of the synthesized area || 19.06%
|-
| Share of total power in sequential cells || 7.3%
|-
| Finished Core Util || 78.00%
|-
| Share of cells above drive strength 1 || 41.09%
|-
| Post-layout instance count excluding filler cells || 1359
|-
| # rows || 47
|-
| Core outline area || 0.01676 sq mm
|-
| Share of flip-flops with an asynchronous set or reset after synthesis || 100.0%
|-
| Count of antenna diodes in the layout || 0
|-
| Number of nets still failing antenna checks after routing || 0
|-
| Gp weighted congestion || 0.9746
|-
| Stage-log warning count || 30
|-
| Count of distinct cell types in the synthesized netlist || 27
|-
| Length of the first detailed-routing pass in iterations || 6
|-
| Final Hold Violation Tally || 0
|-
| Maximum number of pins on one net before global-route repair || 31
|-
| Cell repeated most along the worst path || sky130_fd_sc_hd__fa_1
|-
| Number of DRC markers in iteration 0 || 133
|-
| Category of the most critical setup path || input pin to flop
|-
| Critical path launch point type || input pin
|-
| Cell area after technology mapping || 0.008665 sq mm
|-
| Max-Slew Margin vs Limit || 55.74%
|-
| Clock Tree Root || sky130_fd_sc_hd__clkbuf_16
|}
## cell usage after synthesis, drive strengths merged (21+ instances only)
| library cell | count | area (sq um) |
|---|---|---|
| a21o | 25 | 187.7 |
| a21oi | 27 | 135.1 |
| and2 | 80 | 500.5 |
| clkbuf | 21 | 78.83 |
| dfrtp | 66 | 1652 |
| fa | 100 | 2002 |
| ha | 120 | 1501 |
| inv | 81 | 304.0 |
| nand2 | 91 | 344.1 |
| nor2 | 26 | 97.59 |
| xnor2 | 113 | 1012 |
| xor2 | 32 | 280.3 |
## cell families (layout without fill, tap and decap cells)
logic type      count (synthesis)  in the layout  share of synthesized area, %
simple gates                  247            247                         14.43
xor+xnor                      150            150                         16.22
fa+ha+maj                     220            220                         40.43
buf+inv                       116            398                         5.444
mux                             6              6                        0.6932
compound gates                 52             52                         3.726
flops                          66             66                         19.06
## per-stage QoR
stage	power, mW	instance area (sq um)
2_1_floorplan	26.76	9719
3_3_place_gp	36.44	12180
3_5_place_dp	37.00	12180
4_1_cts	44.16	12800
5_1_grt	49.61	13070
6_report	45.99	13070
## area by class of cell
class                           count  area [sq um]
Multi-Input combinational cell    675          7964
Fill cell                         967          3687
Timing Repair Buffer              301          2529
Sequential cell                    66          1652
Inverter                           81         309.0
Tap cell                          220         275.3
Clock buffer                       10         229.0
Clock inverter                      6         115.1
## power groups by stage
stage / logic [mW] / clock network, mW / registers (mW)
after global routing: 42.4 / 3.80 / 3.42
final: 39.0 / 3.63 / 3.37
after CTS: 37.1 / 3.67 / 3.38
## critical path, delay by kind of cell
kind                       cells  cell delay [ns]
xor gates and xnor gates       4             0.65
and+or+nand+nor                4             0.43
buffers and inverters          5             0.28
adders and majority gates     12             4.68
AOI/OAI and AO/OA              1             0.14
## how the worst min path moves through the flow
stage / end / slack, ns / cells after the start / from
after CTS: o_o_x[3] / 0.13 / 2 / i_o_x[3]
after global routing: o_o_x[3] / 0.16 / 2 / i_o_x[3]
final: o_o_x[3] / 0.15 / 2 / i_o_x[3]
## flip-flops by register name, summed over array words and instances (netlist names)
register,count
o_valid,1
o_row_id,4
o_o_y,6
o_o_x,6
o_addr,49
## per-layer routing
layer,part of all wire (%),track usage (%)
met5,0,0
met4,2.0,3.725
met3,4.9,4.973
met2,52,51.24
met1,41,40.13
## what timing repair did
action | in CTS | in global routing
setup endpoints to repair | 121 | 131
hold buffers | 2 | 0
endpoints found under the hold margin | 8 | 0
pin swaps | 114 | 103
resized | 362 | 64
setup buffers | 16 | 16
Power figures rest on the tool's default switching activity, not on a simulated workload.
